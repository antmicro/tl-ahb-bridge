==> design.v <==
package AHB_pkg;
  typedef enum logic [1:0] {
    Idle   = 2'h0,
    Busy   = 2'h1,
    NonSeq = 2'h2,
    Seq    = 2'h3
  } h_trans_e;
  typedef enum logic [2:0] {
    Single = 3'h0,
    Incr   = 3'h1,
    Wrap4  = 3'h2,
    Incr4  = 3'h3,
    Wrap8  = 3'h4,
    Incr8  = 3'h5,
    Wrap16 = 3'h6,
    Incr16 = 3'h7
  } h_burst_e;
  typedef enum logic [2:0] {
    Byte        = 3'h0,
    Halfword    = 3'h1,
    Word        = 3'h2,
    Doubleword  = 3'h3,
    Quadword    = 3'h4,
    Octupleword = 3'h5,
    Bit512      = 3'h6,
    Bit1024     = 3'h7
  } h_size_e;
  typedef enum logic {
    InstAcs = 1'b0,
    DataAcs = 1'b1
  } acs_type_e;
  typedef enum logic {
    UnPrivAcs = 1'b0,
    PrivAcs   = 1'b1
  } priv_type_e;
  typedef enum logic {
    UnBuff = 1'b0,
    Buff   = 1'b1
  } buff_type_e;
  typedef enum logic {
    Strict = 1'b0,
    Allow  = 1'b1
  } modifiable_e;
  typedef enum logic {
    Allowed = 1'b0,
    Forced  = 1'b1
  } lookup_e;
  typedef enum logic {
    NoAlloc  = 1'b0,
    Alloc    = 1'b1
  } alloc_e;
  typedef enum logic {
    NotShared = 1'b0,
    Shared    = 1'b1
  } shareable_e;
  typedef struct packed {
    acs_type_e   op;
    priv_type_e  priv;
    buff_type_e  buff;
    modifiable_e modifiable;
    lookup_e     lookup;
    alloc_e      alloc;
    shareable_e  share;
  } h_prot_t;
  typedef enum logic {
    Secure = 1'b0,
    NonSecure = 1'b1
  } h_nonsec_e;
  typedef enum logic {
    UnLocked = 1'b0,
    Locked = 1'b1
  } h_lock_e;
  typedef enum logic {
    NonExclusive = 1'b0,
    Exclusive = 1'b1
  } h_excl_e;
  typedef enum logic {
    Wait = 1'b0,
    Ready = 1'b1
  } h_hreadyout_e;
  typedef enum logic {
    Okay = 1'b0,
    Error = 1'b1
  } h_resp_e;
  typedef struct packed {
    logic [Default_pkg::AHB_AW-1:0] h_address;
    h_burst_e                       h_burst;
    h_lock_e                        h_mastlock;
    h_prot_t                        h_prot;
    h_size_e                        h_size;
    h_nonsec_e                      h_nonsec;
    h_excl_e                        h_excl;
    logic [Default_pkg::AHB_NM-1:0] h_master;
    h_trans_e                       h_trans;
    logic [Default_pkg::AHB_DW-1:0] h_wdata;
    logic [Default_pkg::AHB_DS-1:0] h_wstrb;
    logic                           h_write;
  } h_manager_out_t;
  typedef struct packed {
    logic [Default_pkg::AHB_AW-1:0] h_address;
    h_burst_e                       h_burst;
    h_lock_e                        h_mastlock;
    h_prot_t                        h_prot;
    h_size_e                        h_size;
    h_nonsec_e                      h_nonsec;
    h_excl_e                        h_excl;
    logic [Default_pkg::AHB_NM-1:0] h_master;
    h_trans_e                       h_trans;
    logic [Default_pkg::AHB_DW-1:0] h_wdata;
    logic [Default_pkg::AHB_DS-1:0] h_wstrb;
    logic                           h_write;
    logic                           h_ready;
    logic                           h_sel;
  } h_subordinate_in_t;
  localparam h_manager_out_t AHB_MANAGER_OUT_DEFAULT = '{
    h_address:  '0,
    h_burst:    Single,
    h_mastlock: UnLocked,
    h_prot:     {InstAcs, PrivAcs, UnBuff, Allow, Allowed, NoAlloc, Shared},
    h_size:     Byte,
    h_nonsec:   NonSecure,
    h_excl:     NonExclusive,
    h_master:   '0,
    h_trans:    Idle,
    h_wdata:    '0,
    h_wstrb:    '0,
    h_write:    '0
  };
  typedef struct packed {
    logic [Default_pkg::AHB_DW-1:0] h_rdata;
    logic                           h_ready;
    h_resp_e                        h_resp;
    logic                           h_exokay;
  } h_manager_in_t;
  typedef struct packed {
    logic [Default_pkg::AHB_DW-1:0] h_rdata;
    h_hreadyout_e                   h_readyout;
    h_resp_e                        h_resp;
    logic                           h_exokay;
  } h_subordinate_out_t;
  localparam h_subordinate_out_t AHB_SUBORDINATE_OUT_DEFAULT = '{
    h_rdata:    '0,
    h_readyout: Ready,
    h_resp:     Okay,
    h_exokay:   1'b0
  };
  localparam h_subordinate_out_t AHB_SUBORDINATE_OUT_STALL = '{
    h_rdata:    '0,
    h_readyout: Wait,
    h_resp:     Okay,
    h_exokay:   1'b0
  };
endpackage
package Default_pkg;
  localparam TL_AW=32;                           
  localparam TL_DW=32;                           
  localparam TL_SRCW=8;                          
  localparam TL_SINKW=1;                         
  localparam TL_DBW=(TL_DW>>3);                  
  localparam TL_SZW=$clog2($clog2(TL_DBW)+1);    
  localparam AHB_AW=32;          
  localparam AHB_DW=32;          
  localparam AHB_DS=(TL_DW>>3);  
  localparam AHB_NM=8;           
endpackage
package TileLinkUL_pkg;
  typedef enum logic [2:0] {
    PutFullData    = 3'h 0,
    PutPartialData = 3'h 1,
    Get            = 3'h 4
  } tl_a_opcode_e;
  typedef enum logic [2:0] {
    AccessAck     = 3'h 0,
    AccessAckData = 3'h 1
  } tl_d_opcode_e;
  typedef struct packed {
    logic                            a_valid;
    tl_a_opcode_e                    a_opcode;
    logic                      [2:0] a_param;
    logic  [Default_pkg::TL_SZW-1:0] a_size;
    logic [Default_pkg::TL_SRCW-1:0] a_source;
    logic   [Default_pkg::TL_AW-1:0] a_address;
    logic  [Default_pkg::TL_DBW-1:0] a_mask;
    logic   [Default_pkg::TL_DW-1:0] a_data;
    logic                            d_ready;
  } tl_m2s_t;
  typedef struct packed {
    logic                             d_valid;
    tl_d_opcode_e                     d_opcode;
    logic                       [2:0] d_param;
    logic   [Default_pkg::TL_SZW-1:0] d_size;
    logic  [Default_pkg::TL_SRCW-1:0] d_source;
    logic [Default_pkg::TL_SINKW-1:0] d_sink;
    logic    [Default_pkg::TL_DW-1:0] d_data;
    logic                             d_error;
    logic                             a_ready;
  } tl_s2m_t;
endpackage
module TileLinkUL_err_check
  import TileLinkUL_pkg::*;
(
  input clk_i,
  input rst_ni,
  input tl_m2s_t tl_i,
  output logic err_o
);
  logic opcode_allowed, a_config_allowed;
  logic op_full, op_partial, op_get;
  assign op_full    = (tl_i.a_opcode == PutFullData);
  assign op_partial = (tl_i.a_opcode == PutPartialData);
  assign op_get     = (tl_i.a_opcode == Get);
  assign opcode_allowed = (tl_i.a_opcode == PutFullData)
                        | (tl_i.a_opcode == PutPartialData)
                        | (tl_i.a_opcode == Get);
  logic addr_sz_chk;     
  logic mask_chk;        
  logic fulldata_chk;    
  logic [Default_pkg::TL_DBW-1:0] mask;
  localparam int SubAW = $clog2(Default_pkg::TL_DBW);
  assign mask = (1 << tl_i.a_address[SubAW-1:0]);
  always_comb begin
    addr_sz_chk  = 1'b0;
    mask_chk     = 1'b0;
    fulldata_chk = 1'b0;  
    if (tl_i.a_valid) begin
      unique case (tl_i.a_size)
        'h0: begin  
          addr_sz_chk  = 1'b1;
          mask_chk     = op_get ? |(tl_i.a_mask & mask) & ~|(tl_i.a_mask & ~mask)
                                : ~|(tl_i.a_mask & ~mask);
          fulldata_chk = 1'b0;
        end
        'h1: begin  
          addr_sz_chk  = ~tl_i.a_address[0];
          mask_chk     = op_get ? (tl_i.a_address[1]) ? &tl_i.a_mask[3:2] & ~|tl_i.a_mask[1:0]
                                                      : &tl_i.a_mask[1:0] & ~|tl_i.a_mask[3:2]
                                : (tl_i.a_address[1]) ? ~|(tl_i.a_mask & 4'b0011)   
                                                      : ~|(tl_i.a_mask & 4'b1100);  
          fulldata_chk = 1'b0;
        end
        'h2: begin  
          addr_sz_chk  = ~|tl_i.a_address[SubAW-1:0];
          mask_chk     = op_get ? &tl_i.a_mask[3:0] : 1'b1;
          fulldata_chk = &tl_i.a_mask[3:0];
        end
        default: begin  
          addr_sz_chk  = 1'b0;
          mask_chk     = 1'b0;
          fulldata_chk = 1'b0;
        end
      endcase
    end else begin
      addr_sz_chk  = 1'b0;
      mask_chk     = 1'b0;
      fulldata_chk = 1'b0;
    end
  end
  assign a_config_allowed = addr_sz_chk
                          & mask_chk
                          & (op_get | op_partial | fulldata_chk);
  assign err_o = ~(opcode_allowed & a_config_allowed);
endmodule
==> run.sh <==
#!/bin/bash
# OpenROAD 26Q1-2900-gdf79404cd8, Yosys 0.63+post, stock flow scripts
make -C /OpenROAD-flow-scripts/flow DESIGN_CONFIG=/design/flow/config.mk WORK_HOME=/design/flow/orfs finish
==> config.mk <==
export PLATFORM = sky130hd
export DESIGN_NAME = TileLinkUL_err_check
export DESIGN_NICKNAME = TileLinkUL_err_check
export VERILOG_FILES = /design/flow/design.v
export SDC_FILE = /design/flow/constraint.sdc
export NUM_CORES = 4
export LEC_CHECK = 1
export CORE_AREA = 10 10 70 70
export DIE_AREA = 0 0 80 80
export SYNTH_HDL_FRONTEND = slang
==> constraint.sdc <==
current_design TileLinkUL_err_check

set clk_period 1.9
set clk_io_pct 0.2

create_clock -name clk0 -period $clk_period

set non_clock_inputs [all_inputs -no_clocks]
set_input_delay [expr $clk_period * $clk_io_pct] -clock clk0 $non_clock_inputs
set_output_delay [expr $clk_period * $clk_io_pct] -clock clk0 [all_outputs]
==> run notes <==
flow finished, numbers: diode count=0, vias in the first global route=291, cell count in the Yosys report=29, worst setup margin=0.0814 ns, Setup Total Neg Slack=0 ns, Syn Inst Count=29, Min Hold Slack=1.27 ns, Tool Warnings=108, initial antenna violation count=0, # fillers=404, share of layout cells above drive strength 1=37.7%, worst hold path type=in -> out, Detailed Routing Iterations Pass 1=4, mapped cell area=170 um2, Synthesis Warnings=0, DP Wirelength=729 um, worst relative slew slack=83.7%, YS chip area=170 um2, FP Rows=21, clock buffers=0, LEAKAGE=0.164 nW, I/O pin count=89, Cell Chain, Critical Path=dlygate4sd2_1 -> o31ai_2 -> nand4_1 -> a31o_1 -> buf_2, pre-CTS setup slack=-0.558 ns, Starting Density=4.98%, per-cell routed wire length=8.21 um, pwr dens=157 nW/um2, max-capacitance violation count=0, Tmin final=1.82 ns, CORE AREA=3420 um2, Finish-stage setup viols=0, crit path DAT=1.44 ns, fin cells=99, CP max-delay cell=dlygate4sd2_1, largest net degree at the start of global routing=8, RSZ-0062 raised after global routing=false, ANT nets after route=0, Util after Layout=12.4%, final hold violation count=0, status=finished, final reports clean, Die Ht=80 um, worst-path maximum fanout=7, Area Growth Syn to Fin=149%, Total GRT Usage=2.49%, FF+latch area=0 um2, Syn Area/Cell=5.87 um2, Cell variety after synth=18, Crit. End Element=output port, cell count after placement=98, fmax=550 MHz, measured slew at the worst slew-check pin=0.245 ns, die width=80 um, critical path class=in -> out, 1st-iter DRT viols=12, GPL Wtd Cong=0.671, FFs & Latches=0, Worst Path Required=1.52 ns, slowest stage delay, CP=0.31 ns, first-pass GRT wire length=1.32 mm, crit share post-route=95.7%, Max IR drop VDD=0.0255 mV, Hold Buf Count CTS=0, Slew Limit Fails=0, chip area=6400 um2, Post-route DRC=0, Total Wirelength=813 um, crit path launch type=primary input, Seq share, synth=0%, Remaining Overflow, GRT=0, Vias=309, number of port buffers=13, Vias/cell=3.12
report_power, final:
part | internal [mW] | total, mW | leakage [nW] | switching [mW]
logic | 0.0393 | 0.0667 | 0.164 | 0.0274
clock network | 0 | 0 | 0 | 0
registers | 0 | 0 | 0 | 0
kinds of logic after synthesis:
| logic type | count (synthesis) | synth area share [%] |
|---|---|---|
| compound gates | 10 | 44.1 |
| buf+inv | 1 | 2.20 |
| simple gates | 18 | 53.7 |
per-stage QoR:
step	cell area [um2]	total power [mW]
after floorplan	170	0.0184
after global placement	433	0.0720
after detailed placement	433	0.0726
after CTS	440	0.0692
after global routing	424	0.0751
final	424	0.0667
synth_stat cells, drive strengths merged:
master  n  share of area, %
nand4   3                11
o211ai  1               4.4
a31o    1               5.1
nand2b  2               7.4
o31ai   2               8.8
a211o   1               5.9
nor2    6                13
o31a    1               5.1
inv     1               2.2
nand4b  1               5.1
nor3b   1               4.4
a21oi   2               8.1
nand2   3               6.6
nand3   1               2.9
nor3    1               2.9
o22ai   1               3.7
o21ai   1               2.9
layout make-up:
cell class         count  area, um2  share of cell area, %
multi-input cells     28        176                   41.6
inverters              1       3.75                  0.885
repair buffers        24        186                   44.0
well taps             46       57.6                   13.6
timing repair:
| item | CTS | global route |
|---|---|---|
| pin swaps | 2 | 2 |
| gates resized | 23 | 4 |
| endpoints found under the setup margin | 1 | 1 |
| buffers inserted | 1 | 0 |
final timing paths:
path | from | to | slack [ns] | cells past startpoint
min | tl_i[83] | err_o | 1.27 | 4
max | tl_i[38] | err_o | 0.08 | 5
per-layer routing:
metal	part of all wire [%]	GRT usage [%]	routed length (um)
met5	0	0	0
met4	0	0	0
met3	6.5	0.455	53
met2	56	4.98	459
met1	37	2.77	300
worst max-delay path: cells and delay by family:
kind	cells	cell delay [ns]
AOI/OAI and AO/OA	2	0.51
buffers and inverters	2	0.42
and+or+nand+nor	1	0.13
placed cells by master, fill, tap and decap left out, types with 2 or more instances in the layout:
cell | synthesis | final
buf_2 | 0 | 3
buf_4 | 0 | 11
dlygate4sd2_1 | 0 | 6
nand2_1 | 3 | 3
nand2b_1 | 2 | 2
nand4_1 | 3 | 3
nor2_1 | 6 | 6
No activity file was given, so power comes from the tool's default toggle rates.

==> design.v <==
package AHB_pkg;
  typedef enum logic [1:0] {
    Idle   = 2'h0,
    Busy   = 2'h1,
    NonSeq = 2'h2,
    Seq    = 2'h3
  } h_trans_e;
  typedef enum logic [2:0] {
    Single = 3'h0,
    Incr   = 3'h1,
    Wrap4  = 3'h2,
    Incr4  = 3'h3,
    Wrap8  = 3'h4,
    Incr8  = 3'h5,
    Wrap16 = 3'h6,
    Incr16 = 3'h7
  } h_burst_e;
  typedef enum logic [2:0] {
    Byte        = 3'h0,
    Halfword    = 3'h1,
    Word        = 3'h2,
    Doubleword  = 3'h3,
    Quadword    = 3'h4,
    Octupleword = 3'h5,
    Bit512      = 3'h6,
    Bit1024     = 3'h7
  } h_size_e;
  typedef enum logic {
    InstAcs = 1'b0,
    DataAcs = 1'b1
  } acs_type_e;
  typedef enum logic {
    UnPrivAcs = 1'b0,
    PrivAcs   = 1'b1
  } priv_type_e;
  typedef enum logic {
    UnBuff = 1'b0,
    Buff   = 1'b1
  } buff_type_e;
  typedef enum logic {
    Strict = 1'b0,
    Allow  = 1'b1
  } modifiable_e;
  typedef enum logic {
    Allowed = 1'b0,
    Forced  = 1'b1
  } lookup_e;
  typedef enum logic {
    NoAlloc  = 1'b0,
    Alloc    = 1'b1
  } alloc_e;
  typedef enum logic {
    NotShared = 1'b0,
    Shared    = 1'b1
  } shareable_e;
  typedef struct packed {
    acs_type_e   op;
    priv_type_e  priv;
    buff_type_e  buff;
    modifiable_e modifiable;
    lookup_e     lookup;
    alloc_e      alloc;
    shareable_e  share;
  } h_prot_t;
  typedef enum logic {
    Secure = 1'b0,
    NonSecure = 1'b1
  } h_nonsec_e;
  typedef enum logic {
    UnLocked = 1'b0,
    Locked = 1'b1
  } h_lock_e;
  typedef enum logic {
    NonExclusive = 1'b0,
    Exclusive = 1'b1
  } h_excl_e;
  typedef enum logic {
    Wait = 1'b0,
    Ready = 1'b1
  } h_hreadyout_e;
  typedef enum logic {
    Okay = 1'b0,
    Error = 1'b1
  } h_resp_e;
  typedef struct packed {
    logic [Default_pkg::AHB_AW-1:0] h_address;
    h_burst_e                       h_burst;
    h_lock_e                        h_mastlock;
    h_prot_t                        h_prot;
    h_size_e                        h_size;
    h_nonsec_e                      h_nonsec;
    h_excl_e                        h_excl;
    logic [Default_pkg::AHB_NM-1:0] h_master;
    h_trans_e                       h_trans;
    logic [Default_pkg::AHB_DW-1:0] h_wdata;
    logic [Default_pkg::AHB_DS-1:0] h_wstrb;
    logic                           h_write;
  } h_manager_out_t;
  typedef struct packed {
    logic [Default_pkg::AHB_AW-1:0] h_address;
    h_burst_e                       h_burst;
    h_lock_e                        h_mastlock;
    h_prot_t                        h_prot;
    h_size_e                        h_size;
    h_nonsec_e                      h_nonsec;
    h_excl_e                        h_excl;
    logic [Default_pkg::AHB_NM-1:0] h_master;
    h_trans_e                       h_trans;
    logic [Default_pkg::AHB_DW-1:0] h_wdata;
    logic [Default_pkg::AHB_DS-1:0] h_wstrb;
    logic                           h_write;
    logic                           h_ready;
    logic                           h_sel;
  } h_subordinate_in_t;
  localparam h_manager_out_t AHB_MANAGER_OUT_DEFAULT = '{
    h_address:  '0,
    h_burst:    Single,
    h_mastlock: UnLocked,
    h_prot:     {InstAcs, PrivAcs, UnBuff, Allow, Allowed, NoAlloc, Shared},
    h_size:     Byte,
    h_nonsec:   NonSecure,
    h_excl:     NonExclusive,
    h_master:   '0,
    h_trans:    Idle,
    h_wdata:    '0,
    h_wstrb:    '0,
    h_write:    '0
  };
  typedef struct packed {
    logic [Default_pkg::AHB_DW-1:0] h_rdata;
    logic                           h_ready;
    h_resp_e                        h_resp;
    logic                           h_exokay;
  } h_manager_in_t;
  typedef struct packed {
    logic [Default_pkg::AHB_DW-1:0] h_rdata;
    h_hreadyout_e                   h_readyout;
    h_resp_e                        h_resp;
    logic                           h_exokay;
  } h_subordinate_out_t;
  localparam h_subordinate_out_t AHB_SUBORDINATE_OUT_DEFAULT = '{
    h_rdata:    '0,
    h_readyout: Ready,
    h_resp:     Okay,
    h_exokay:   1'b0
  };
  localparam h_subordinate_out_t AHB_SUBORDINATE_OUT_STALL = '{
    h_rdata:    '0,
    h_readyout: Wait,
    h_resp:     Okay,
    h_exokay:   1'b0
  };
endpackage
package Default_pkg;
  localparam TL_AW=32;                           
  localparam TL_DW=32;                           
  localparam TL_SRCW=8;                          
  localparam TL_SINKW=1;                         
  localparam TL_DBW=(TL_DW>>3);                  
  localparam TL_SZW=$clog2($clog2(TL_DBW)+1);    
  localparam AHB_AW=32;          
  localparam AHB_DW=32;          
  localparam AHB_DS=(TL_DW>>3);  
  localparam AHB_NM=8;           
endpackage
package TileLinkUL_pkg;
  typedef enum logic [2:0] {
    PutFullData    = 3'h 0,
    PutPartialData = 3'h 1,
    Get            = 3'h 4
  } tl_a_opcode_e;
  typedef enum logic [2:0] {
    AccessAck     = 3'h 0,
    AccessAckData = 3'h 1
  } tl_d_opcode_e;
  typedef struct packed {
    logic                            a_valid;
    tl_a_opcode_e                    a_opcode;
    logic                      [2:0] a_param;
    logic  [Default_pkg::TL_SZW-1:0] a_size;
    logic [Default_pkg::TL_SRCW-1:0] a_source;
    logic   [Default_pkg::TL_AW-1:0] a_address;
    logic  [Default_pkg::TL_DBW-1:0] a_mask;
    logic   [Default_pkg::TL_DW-1:0] a_data;
    logic                            d_ready;
  } tl_m2s_t;
  typedef struct packed {
    logic                             d_valid;
    tl_d_opcode_e                     d_opcode;
    logic                       [2:0] d_param;
    logic   [Default_pkg::TL_SZW-1:0] d_size;
    logic  [Default_pkg::TL_SRCW-1:0] d_source;
    logic [Default_pkg::TL_SINKW-1:0] d_sink;
    logic    [Default_pkg::TL_DW-1:0] d_data;
    logic                             d_error;
    logic                             a_ready;
  } tl_s2m_t;
endpackage
module TileLinkUL_AHB_Same_Size_Bridge
  import TileLinkUL_pkg::*;
  import AHB_pkg::*;
#(
  parameter [Default_pkg::TL_SINKW-1:0] SinkId = 0
) (
  input clk_i,
  input rst_ni,
  input  h_manager_in_t  ahb_i,
  output h_manager_out_t ahb_o,
  input  tl_m2s_t        tl_i,
  output tl_s2m_t        tl_o
);
  typedef struct packed {
    logic    [Default_pkg::TL_AW-1:0] address;
    logic                             write;
    logic                             valid;
    logic   [Default_pkg::TL_SZW-1:0] size;       
    logic  [Default_pkg::TL_SRCW-1:0] source;     
  } tl_a_packet_ctrl_t;
  localparam tl_a_packet_ctrl_t TL_A_PACKET_CTRL_DEFAULT = '{
    default:  '0
  };
  typedef struct packed {
    logic  [Default_pkg::TL_DBW-1:0] a_wmask;
    logic   [Default_pkg::TL_DW-1:0] a_wdata;
  } tl_a_packet_t;
  localparam tl_a_packet_t TL_A_PACKET_DEFAULT = '{
    default:  '0
  };
  typedef struct packed {
    logic  [Default_pkg::TL_SZW-1:0] size;        
    logic [Default_pkg::TL_SRCW-1:0] source;      
    logic                            write;
  } ahb_i_ctrl_t;
  localparam ahb_i_ctrl_t AHB_I_CTRL_DEFAULT = '{
    default:  '0
  };
  typedef struct packed {
    logic [Default_pkg::AHB_DW-1:0] rdata;
    logic                           resp;
    logic  [Default_pkg::TL_SZW-1:0] size;        
    logic [Default_pkg::TL_SRCW-1:0] source;      
    logic                            write;
  } ahb_i_packet_t;
  localparam ahb_i_packet_t AHB_I_PACKET_DEFAULT = '{
    default:  '0
  };
  tl_a_packet_ctrl_t packet_ctrl;
  tl_a_packet_t      packet;
  logic [Default_pkg::AHB_DW-1:0] delayed;
  logic pipeline_ready;
  logic s1_ack;
  logic s2_ready;       
  logic        s3_ready;       
  logic        s3_listen;      
  ahb_i_ctrl_t s3_ctrl;
  logic          s4_ready;
  logic          s4_send;
  ahb_i_packet_t s4_packet;
  logic          s4_ack;
  assign pipeline_ready = s2_ready & s3_ready & s4_ready;
  assign s1_ack = tl_i.a_valid & (pipeline_ready | ahb_o.h_trans == Idle);
  always_ff @(posedge clk_i or negedge rst_ni) begin
    if(!rst_ni) begin
      packet <= TL_A_PACKET_DEFAULT;
    end else if(s1_ack) begin
      packet <= '{
                a_wmask:  tl_i.a_mask,
                a_wdata:  tl_i.a_data
      };
    end else if(pipeline_ready) begin
      packet <= TL_A_PACKET_DEFAULT;
    end
  end
  always_ff @(posedge clk_i or negedge rst_ni) begin
    if(!rst_ni) begin
      packet_ctrl <= TL_A_PACKET_CTRL_DEFAULT;
    end else if(s1_ack) begin
      packet_ctrl <= '{
        address:   tl_i.a_address,
        write:     tl_i.a_opcode != Get,
        valid:     1'b1,
        size:      tl_i.a_size,
        source:    tl_i.a_source
      };
    end else if(pipeline_ready) begin
      packet_ctrl <= TL_A_PACKET_CTRL_DEFAULT;
    end
  end
  assign s2_ready = !packet_ctrl.valid | ahb_i.h_ready;
  always_ff @(posedge clk_i or negedge rst_ni) begin
    if (!rst_ni) begin
      s3_ctrl <= AHB_I_CTRL_DEFAULT;
    end else if (packet_ctrl.valid & ahb_i.h_ready) begin
      s3_ctrl <= '{
        size:   packet_ctrl.size,
        source: packet_ctrl.source,
        write:  packet_ctrl.write
      };
    end else if (pipeline_ready) begin
      s3_ctrl <= AHB_I_CTRL_DEFAULT;
    end
  end
  always_ff @(posedge clk_i or negedge rst_ni) begin
    if (!rst_ni) begin
      s3_listen <= 1'b0;
    end else if (packet_ctrl.valid & ahb_i.h_ready) begin
      s3_listen <= 1'b1;
    end else if (pipeline_ready) begin
      s3_listen <= 1'b0;
    end
  end
  always_ff @(posedge clk_i or negedge rst_ni) begin
    if (!rst_ni) begin
      delayed <= '0;
    end else if (packet_ctrl.valid & ahb_i.h_ready) begin
      delayed <= packet.a_wdata;
    end else if (!packet_ctrl.valid & ahb_i.h_ready) begin
      delayed <= '0;
    end
  end
  always_comb begin
    if (packet_ctrl.valid) begin
      ahb_o = '{
        h_address:  packet_ctrl.address,
        h_burst:    Incr,
        h_mastlock: 1'b0,
        h_prot:     {DataAcs, UnPrivAcs, UnBuff, Strict, Allow, NoAlloc, Shared},
        h_size:     {'0, packet_ctrl.size},
        h_nonsec:   Secure,
        h_master:   '0,
        h_excl:     NonExclusive,
        h_trans:    NonSeq,
        h_wdata:    '0,
        h_wstrb:    packet.a_wmask,
        h_write:    packet_ctrl.write
      };
    end else begin
      ahb_o = AHB_MANAGER_OUT_DEFAULT;
    end
    ahb_o.h_wdata = delayed;
  end
  assign s3_ready = !s3_listen | ahb_i.h_ready;
  always_ff @(posedge clk_i or negedge rst_ni) begin
    if (!rst_ni) begin
      s4_send <= 1'b0;
    end else if (s3_listen & ahb_i.h_ready) begin
      s4_send <= 1'b1;
    end else if (pipeline_ready | s4_ack) begin
      s4_send <= 1'b0;
    end
  end
  always_ff @(posedge clk_i or negedge rst_ni) begin
    if (!rst_ni) begin
      s4_packet <= AHB_I_PACKET_DEFAULT;
    end else if (s3_listen & ahb_i.h_ready) begin
      s4_packet <= '{
        rdata:  ahb_i.h_rdata,
        resp:   ahb_i.h_resp,
        size:   s3_ctrl.size,
        source: s3_ctrl.source,
        write:  s3_ctrl.write
      };
    end else if (pipeline_ready) begin
      s4_packet <= AHB_I_PACKET_DEFAULT;
    end
  end
  assign s4_ready = !s4_send | s4_ack;
  assign s4_ack = s4_send & tl_i.d_ready;
  assign tl_o = '{
    a_ready:  s1_ack,
    d_valid:  s4_send,
    d_opcode: s4_packet.write ? AccessAckData : AccessAck,
    d_param:  '0,
    d_size:   s4_packet.size,
    d_source: s4_packet.source,
    d_sink:   SinkId,
    d_data:   s4_packet.rdata,
    d_error:  s4_packet.resp,
    default:  '0
  };
endmodule
==> run.sh <==
#!/bin/bash
# OpenROAD 26Q1-2900-gdf79404cd8, Yosys 0.63+post, stock flow scripts
make -C /OpenROAD-flow-scripts/flow DESIGN_CONFIG=/design/flow/config.mk WORK_HOME=/design/flow/orfs finish
==> config.mk <==
export PLATFORM = sky130hd
export DESIGN_NAME = TileLinkUL_AHB_Same_Size_Bridge
export DESIGN_NICKNAME = TileLinkUL_AHB_Same_Size_Bridge
export VERILOG_FILES = /design/flow/design.v
export SDC_FILE = /design/flow/constraint.sdc
export NUM_CORES = 4
export LEC_CHECK = 1
export CORE_UTILIZATION = 30
export SYNTH_HDL_FRONTEND = slang
==> constraint.sdc <==
current_design TileLinkUL_AHB_Same_Size_Bridge

set clk_period 8.6
set clk_io_pct 0.2

create_clock -name clk0 -period $clk_period [get_ports {clk_i}]

set non_clock_inputs [all_inputs -no_clocks]
set_input_delay [expr $clk_period * $clk_io_pct] -clock clk0 $non_clock_inputs
set_output_delay [expr $clk_period * $clk_io_pct] -clock clk0 [all_outputs]
==> results_slide.txt <==
Implementation Results

Critical path
  – Worst Reg2Reg Path Length in Cells: 5
  – Worst R2R Start: packet_ctrl[10]$_DFFE_PN0P_
  – Crit-path max cell delay: 0.55 ns
  – CP max FO: 39
  – Slowest cell on crit path: clkdlybuf4s50_1
  – CP endpoint kind: output port
  – FF-to-FF End: packet_ctrl[0]$_DFFE_PN0P_
  – Startpoint types: primary input
  – CP Class: in2out
  – Most common cell on crit path: clkdlybuf4s50_1
  – Reg2Reg Setup Slack: 6.44 ns
  – End of the critical path: tl_o[0]
  – Worst EP required: 6.88 ns
  – Crit-path cells: clkdlybuf4s50_1 -> buf_4 -> a31o_4 -> clkdlybuf4s50_1
  – Start point of the critical path: ahb_i[2]
  – CP arrival: 3.62 ns

Route
  – Antenna Violating Nets Remaining: 0
  – Avg WL per Cell: 17.4 µm
  – Drt pass-1 iters: 4
  – Total wire length: 18200 µm
  – Post-route DRC: 0
  – Routed vias: 5005
  – Vias per cell: 4.79
  – DRT iter0 DRCs: 208

Layout
  – # fillers: 2063
  – Synthesis-to-finish area growth: 43.6%
  – Most numerous logic cell after layout: clkdlybuf4s50_1
  – Fin util: 44.4%
  – Storage cell area: 0.00423 mm²
  – Top cells excl fill/tap: 241 x clkdlybuf4s50_1, 169 x dfrtp_1, 79 x a32o_1
  – Layout cell share with drive strength beyond 1: 6.82%
  – Gate Area: 0.00203 mm²
  – Final Non-Filler Cells: 1044

Power
  – Leakage dissipation: 0.00421 µW
  – Power Density: 214 mW/mm²
  – VDD IR max: 0.000115 V

GRT
  – Vias in the first global route: 5323
  – Antenna violations before repair: 1
  – First-pass GRT wire length: 29600 µm
  – Grt total ovfl: 0
  – Gr usage total: 16.6%
  – Pin count of the biggest net entering global routing: 78

Place
  – Final RePlAce weighted congestion: 0.774
  – Placed Cells: 1012
  – Hpwl dp: 11000 µm
  – Buffers on Ports: 242

Synthesis
  – Register share after synthesis: 62.0%
  – Post-synth regs: 169
  – Synth Cell Area: 0.00683 mm²
  – Cells after synthesis: 538
  – Avg Inst Size Synth: 12.7 µm²
  – Warnings, synthesis: 0
  – Yosys stat chip area: 0.00683 mm²
  – # Cells Yosys: 538
  – Cell variety after synth: 21

Clocking
  – CTS tree: yes
  – CTS Sinks: 169
  – TritonCTS Buffers: 17
  – Clk pin slew, worst setup/hold paths: 0.07 ns
  – Clk root buf: clkbuf_16
  – Worst skew pair latency: 0.42 ns
  – Cts hold-fix bufs: 0
  – Post-CTS Setup Repair Bufs: 0
  – Clock buffer depth: 2
  – H-tree depth: 4
  – Post-CTS resize count: 0

Flow run
  – OpenROAD warning count: 29
  – Maxcap violations: 0

Floorplanning
  – Die Wd: 153 µm
  – Row count: 54
  – DIE AREA: 0.0234 mm²
  – Fp util: 30.9%
  – Area of the core: 0.0221 mm²
  – Ports: 270
  – Die Ht: 153 µm

Timing
  – Count of final hold-check violations: 0
  – Final setup fails: 0
  – Worst slew margin: 47.4%
  – Crit share post-route: 62.1%
  – Slew @ Worst Pin: 0.789 ns
  – Post-route clock skew: 0.00612 ns
  – Max Freq: 187 MHz
  – Final hold slack: 0.482 ns
  – RSZ-0062 raised after global routing: no
  – Fin. max-slew vios: 0
  – Clock period minus worst slack: 5.34 ns
  – Setup TNS: 0 ns

Worst hold path
  – Worst Hold Class: reg2reg

Outcome
  – Status: finished clean
sequential cells by signal, indices dropped and copies added, names as in the netlist:
name,count
delayed,32
s4_send,1
packet_ctrl,44
s3_ctrl,11
s4_packet,1
s3_listen,1
tl_o,43
packet,36
per-layer routing:
layer  part of all wire (%)  track usage, %  up-vias  routed length, µm
li1                       -               -     2332                  -
met1                     46            24.4     2485               8420
met2                     46            25.8      180               8310
met3                    7.1            4.94        8               1300
met4                   0.69            1.64        0                126
met5                      0               0        -                  0
critical path, delay by kind of cell:
family / cells / cell delay, ns
buffers and inverters: 3 / 1.38
AND-OR/OR-AND: 1 / 0.50
power by group:
part           switching (µW)  total [µW]  internal [µW]
combinational             146         403            257
sequential               58.0         961            903
clock                     330         739            409
total                     534        2100           1570
cell usage after synthesis, drive strengths merged:
library cell  count  share of area (%)
clkbuf            7               0.38
nor2b             1               0.13
a21oi             1               0.24
dfrtp           169                 62
conb              2               0.11
nor2              2               0.22
a21o              2               0.22
inv              33                1.8
nand2b            1               0.20
a32o             79                 12
o22ai             2               0.27
a22o             55                7.1
nand2            36                2.0
o21ai            32                2.3
and2             41                3.8
buf              74                7.6
a31o              1               0.13
cell families (layout without fill, tap and decap cells):
| kind of cell | after synthesis | in the layout | share of synthesized area (%) |
|---|---|---|---|
| AND-OR/OR-AND | 172 | 172 | 21.8 |
| flip-flops | 169 | 169 | 62.0 |
| buffers and inverters | 114 | 318 | 9.81 |
| AND/OR/NAND/NOR | 81 | 81 | 6.29 |
| other | 2 | 24 | 0.110 |
area by class of cell:
cell class	instances	area share, %
flip-flops and latches	169	43.1
repair buffers	254	25.6
multi-input cells	276	20.7
clock buffers	18	4.48
well taps	280	3.57
inverters	33	1.26
clock inverters	13	1.22
diodes	1	0.0255
worst min path at each step:
stage / cells after the start / startpoint / endpoint
6_report: 2 / packet[28]$_DFFE_PN0P_ / delayed[28]$_DFFE_PN0P_
4_1_cts: 2 / packet[21]$_DFFE_PN0P_ / delayed[21]$_DFFE_PN0P_
5_1_grt: 2 / packet[13]$_DFFE_PN0P_ / delayed[13]$_DFFE_PN0P_
through the flow:
step           power (µW)  cell area [µm²]  setup WS [ns]
2_1_floorplan        1130             6910           4.33
3_3_place_gp         1380             9240           3.22
3_5_place_dp         1380             9240           3.24
4_1_cts              2140             9800           3.23
5_1_grt              2220             9810           3.16
6_report             2100             9810           3.26
No activity file was given, so power comes from the tool's default toggle rates.
